## /design/flow/config.mk

```make
export PLATFORM = sky130hd
export DESIGN_NAME = top_2
export DESIGN_NICKNAME = top_2
export VERILOG_FILES = /design/flow/design.v
export SDC_FILE = /design/flow/constraint.sdc
export NUM_CORES = 4
export LEC_CHECK = 1
export CORE_AREA = 10 10 109 109
export DIE_AREA = 0 0 119 119
```

## /design/flow/design.v

```verilog
module top_1
(
    input         CLK,   
    input  [ 1:0] BTN,   
    inout  [48:1] pio    
);
    wire clock   =   CLK;
    wire reset_n = ! BTN [0];
    wire button  =   pio [9];
    reg [21:0] counter;
    always @(posedge clock or negedge reset_n)
    begin
        if (! reset_n)
            counter <= 22'b0;
        else
            counter <= counter + 22'b1;
    end
    wire shift_enable = (counter [21:0] == 22'b0); 
    reg [7:0] shift_reg;
    always @(posedge clock or negedge reset_n)
    begin
        if (! reset_n)
            shift_reg <= 8'b0;
        else if (shift_enable)
            shift_reg <= { button, shift_reg [7:1] };
    end
    assign pio [8:1] = shift_reg;
endmodule
module timer
(
    input  clock_12_mhz,
    input  reset_n,
    output strobe_with_period_0_35_second
);
    reg [21:0] counter;
    always @(posedge clock_12_mhz or negedge reset_n)
    begin
        if (! reset_n)
            counter <= 22'b0;
        else
            counter <= counter + 22'b1;
    end
    assign strobe_with_period_0_35_second = (counter [21:0] == 22'b0); 
endmodule
module top_2
(
    input         CLK,   
    input  [ 1:0] BTN,   
    inout  [48:1] pio    
);
    wire clock   = CLK;
    wire reset_n = ! BTN [0];
    wire button  = pio [9];
    wire shift_enable;
    timer timer_i
    (
        .clock_12_mhz                   ( clock            ),
        .reset_n                        ( reset_n          ),
        .strobe_with_period_0_35_second ( shift_enable     )
    );
    reg [7:0] shift_reg;
    always @(posedge clock or negedge reset_n)
    begin
        if (! reset_n)
            shift_reg <= 8'b0;
        else if (shift_enable)
            shift_reg <= { button, shift_reg [7:1] };
    end
    assign pio [8:1] = shift_reg;
endmodule
```

## /design/flow/constraint.sdc

```tcl
current_design top_2

set clk_period 3.8
set clk_io_pct 0.2

create_clock -name clk0 -period $clk_period [get_ports {CLK}]

set non_clock_inputs [all_inputs -no_clocks]
set_input_delay [expr $clk_period * $clk_io_pct] -clock clk0 $non_clock_inputs
set_output_delay [expr $clk_period * $clk_io_pct] -clock clk0 [all_outputs]
```

## /design/flow/run.sh

```bash
#!/bin/bash
# OpenROAD 26Q1-2900-gdf79404cd8, Yosys 0.63+post, stock flow scripts
make -C /OpenROAD-flow-scripts/flow DESIGN_CONFIG=/design/flow/config.mk WORK_HOME=/design/flow/orfs finish
```

==> commit_impl_results.txt <==
Refresh implementation metrics

- Number of placed cells counting well taps: 240
- The H-tree was split into 2 levels.
* I/O Buffers: 1
- Dpl hpwl: 1440 um
* Sinks on the clock net: 30
* Stage at which the run stopped: clock tree synthesis (4_1_cts)
- In this run, synthesis produced a sequential element count of 30.
- The CTS report gives the tree buffer count as 5.
* Root Buffer: clkbuf_8
* Fraction of the core area occupied by cells at floorplan: 0.134
- Maximum buffer depth of the clock tree: 2
- Resize count post-CTS: 0
* Horizontal die dimension: 119 um
- Yosys stat counts 105 cells in the synthesized netlist.
- Final estimated routing congestion in global placement: 0.761
* Number of unconstrained endpoints: 40
- Dividing the synthesized area by the synthesized cell count gives 12.3 um2.
- The die is 119 um tall.
- Placement Rows: 36
- Post-CTS setup-driven buffer insertion count: 0
- In this run, post-CTS hold repair placed 0 buffers.
- Number of warnings reported in the yosys synthesis log: 2
- Chip area line of the yosys report: 1290 um2
- Pin placement for this block handled 51 I/O pins.
- The area fraction of the largest cell type after synthesis is 0.583.
* Result of the run: stopped before the end
- Of the synthesized area, sequential elements account for 0.583.
- The synthesis report lists the most area-consuming cells as dfrtp_1, xnor2_1, mux2_2, xor2_1, nand3_1.
- Library cell with the largest summed area after synthesis: dfrtp_1
- Summing every instance area after synthesis gives 1290 um2.
* Tool error: [error] [KeplerFormal.cpp:679] Workflow failed: Iso has multiple drivers: .pio1, pio[1]$_DFFE_PP0N_.Q0
* Number of library cell types mapped by synthesis: 18
- Number of cells produced by synthesis: 105
[synth_stat cells, drive strengths merged]
cell / n
nor3b: 1
and3: 1
ha: 2
nand4: 6
inv: 6
nor4: 5
xnor2: 15
nand3: 8
and2: 1
xor2: 5
nor2: 5
dfrtp: 30
or4: 1
or3: 2
mux2: 8
nand2: 6
nor3: 3
[kinds of logic after synthesis]
group,after synthesis,synth area share
simple gates,39,0.175
flops,30,0.583
xor+xnor,20,0.136
mux,8,0.0699
buf+inv,6,0.0175
fa+ha+maj,2,0.0194
[stage by stage]
step / worst slack (ns) / instance area [um2]
after floorplan: 1.97 / 1290
after global placement: 1.79 / 1470
after detailed placement: 1.76 / 1470
