### flow/design.v
module pulse_generator
(
    input         clock,
    input         reset_n,
    input  [19:0] last_cycle,
    output        strobe
);
    reg [19:0] counter;
    always @(posedge clock or negedge reset_n)
    begin
        if (! reset_n)
            counter <= 0;
        else if (counter == last_cycle)
            counter <= 0;
        else
            counter <= counter + 1;
    end
    assign strobe = (counter == 0);
endmodule
module top
(
    input         CLK,          
    output        RGB0_Red,     
    output        RGB0_Green,   
    output        RGB0_Blue,    
    input  [ 1:0] BTN           
);
    wire clock   = CLK;
    wire reset_n = ! BTN [0];
    wire button  = BTN [1];
    wire red_strobe;
    wire green_strobe;
    wire blue_strobe;
    reg [19:0] last_cycle_red;
    reg [19:0] last_cycle_green;
    reg [19:0] last_cycle_blue;
    wire check_button;
    pulse_generator pulse_generator_red_strobe
    (
        .clock      ( clock            ),
        .reset_n    ( reset_n          ),
        .last_cycle ( last_cycle_red   ),
        .strobe     ( red_strobe       )
    );
    pulse_generator pulse_generator_green_strobe
    (
        .clock      ( clock            ),
        .reset_n    ( reset_n          ),
        .last_cycle ( last_cycle_green ),
        .strobe     ( green_strobe     )
    );
    pulse_generator pulse_generator_blue_strobe
    (
        .clock      ( clock            ),
        .reset_n    ( reset_n          ),
        .last_cycle ( last_cycle_blue  ),
        .strobe     ( blue_strobe      )
    );
    pulse_generator pulse_generator_check_button
    (
        .clock      ( clock         ),
        .reset_n    ( reset_n       ),
        .last_cycle ( 2000000       ),
        .strobe     ( check_button  )
    );
    always @(posedge clock or negedge reset_n)
    begin
        if (! reset_n)
        begin
            last_cycle_red   <= 20;
            last_cycle_green <= 20;
            last_cycle_blue  <= 20;
        end
        else if (button & check_button)
        begin
            last_cycle_red   <= last_cycle_red   + 1;
            last_cycle_green <= last_cycle_green - 1;
            last_cycle_blue  <= last_cycle_blue  - 1;
        end
    end
    assign RGB0_Red   = ~ red_strobe;
    assign RGB0_Green = ~ green_strobe;
    assign RGB0_Blue  = ~ blue_strobe;
endmodule
### flow/run.sh
#!/bin/bash
# OpenROAD 26Q1-2900-gdf79404cd8, Yosys 0.63+post, stock flow scripts
make -C /OpenROAD-flow-scripts/flow DESIGN_CONFIG=/design/flow/config.mk WORK_HOME=/design/flow/orfs finish
### flow/config.mk
export PLATFORM = sky130hd
export DESIGN_NAME = top
export DESIGN_NICKNAME = top
export VERILOG_FILES = /design/flow/design.v
export SDC_FILE = /design/flow/constraint.sdc
export NUM_CORES = 4
export LEC_CHECK = 1
export CORE_UTILIZATION = 50
### flow/constraint.sdc
current_design top

set clk_period 6.7
set clk_io_pct 0.2

create_clock -name clk0 -period $clk_period [get_ports {CLK}]

set non_clock_inputs [all_inputs -no_clocks]
set_input_delay [expr $clk_period * $clk_io_pct] -clock clk0 $non_clock_inputs
set_output_delay [expr $clk_period * $clk_io_pct] -clock clk0 [all_outputs]
==> deck_impl_summary.md <==
Run Summary

Critical path
  – Reg2reg setup slack: 4.41 ns
  – Critical Path Fanout Max: 5
  – Worst EP required: 5.36 ns
  – Crit path kind: reg2out
  – Critical Path End Type: output pin
  – R2r worst-path depth: 5
  – Worst setup SP type: flop
  – Worst Path Arrival: 2.40 ns

Detailed routing
  – Vias post-DR: 5026
  – DR WL/cell: 14.9 um
  – DR iter-0 viols: 422
  – Number of routed nets with antenna violations: 0
  – DRC viols: 0
  – Antenna cell count: 0
  – DRT Pass-1 Iters: 5
  – Routed vias/inst: 5.40
  – Final WL: 13800 um

Clock tree
  – Post_cts resized: 0
  – Root Driver: clkbuf_16
  – Hold_buf cts: 0
  – Worst-path clk slew: 0.05 ns
  – # clock sinks: 140
  – Deepest clock path buffer count: 2
  – Post-CTS setup buffers: 0
  – CTS buffer count: 17
  – CTS tree: yes
  – CTS H-tree depth: 4
  – Clk latency late pin: 0.41 ns

Synth
  – Top-area cell type share of the netlist area: 45.9%
  – FFs w/ async S/R, synth: 100%
  – Cells after Synth: 733
  – Ys Warns: 3
  – Synthesized area: 7300 sq um
  – Yosys cell count: 733
  – Post-synth top area cell: dfrtp_1
  – Yosys cell types: 38
  – Count of library flops with an enable pin: 0
  – Top_reg_cell synth: dfrtp_1
  – Biggest area cells: dfrtp_1 (46%), xor2_1 (13%), xnor2_1 (9.7%), nor2_1 (5.5%), nand3_1 (3.8%)
  – Avg Inst Size Synth: 9.96 sq um
  – Yosys chip area: 7300 sq um
  – Synth Seq Share: 48.1%
  – Flops out of synthesis: 140

Global routing
  – GRT Util Overall: 21.4%
  – Total grt overflow: 0
  – Largest net degree at the start of global routing: 56
  – First-pass GRT wire length: 24400 um
  – Vias in the first global route: 5067
  – Initial antenna violation count: 0

Timing
  – RSZ-0062 raised after global routing: false
  – WHS: 0.490 ns
  – Final hold vios: 0
  – Setup tns final: 0 ns
  – Fin crit period: 3.74 ns
  – # setup viols final: 0
  – Max_slew headroom: 57.6%
  – Skew final: 0.00521 ns
  – Fmax: 267 MHz
  – Final period util: 55.8%
  – Worst Tran Pin Value: 0.631 ns
  – Max Transition Viols Final: 0

Placement
  – HPWL Detailed: 9550 um
  – Number of port buffers: 5
  – GPL Wtd Cong: 0.866

Floorplan
  – FP Core Util: 52.0%
  – Die Span Y: 123 um
  – Die X: 123 um
  – Row cnt: 43
  – Core Area: 14000 sq um
  – Boundary Pins: 6
  – Full die area: 15100 sq um

Finish
  – Fraction of layout cells with a size suffix above 1: 8.13%
  – Top cell excl fill/tap: dfrtp_1
  – Top Layout Cells: dfrtp_1 (134), nor2_1 (107), xor2_1 (105)
  – Filler cell count: 1157
  – Area grow syn2layout: 12.7%

Worst hold path
  – Hold Path Stages: 1
  – Worst Hold Class: reg2reg

Status
  – Status: finished, final reports clean

Flow run
  – Max Cap Violations: 0
  – Tool warnings: 29

Power and ir drop
  – LEAKAGE: 3.70 nW
  – Max VDD drop: 0.177 mV
  – PD cells: 246 nW/um^2
cell type report:
cell class / count / area (sq um) / share of cell area [%]
Clock buffer: 21 / 480 / 5.84
Clock inverter: 11 / 211 / 2.57
Inverter: 20 / 80.1 / 0.973
Multi-Input combinational cell: 548 / 3630 / 44.2
Sequential cell: 140 / 3510 / 42.7
Tap cell: 180 / 225 / 2.74
Timing Repair Buffer: 10 / 87.6 / 1.06
layer usage:
metal | vias up | part of all wire, % | GRT usage, %
met5 | - | 0 | 0
met4 | 0 | 0.93 | 2.29
met3 | 9 | 4.1 | 4.41
met2 | 95 | 44 | 30.4
met1 | 2427 | 51 | 36.5
li1 | 2495 | - | -
per-stage QoR:
stage,setup slack (ns),util [%],total power [mW],instances,area (sq um)
detailed placement,3.21,53.7,0.953,898,7540
CTS,2.95,58.6,2.04,930,8230
global route,2.87,58.6,2.09,930,8230
global placement,3.21,53.7,0.952,898,7540
finish,2.96,58.6,2.02,930,8230
floorplan,1.62,-,0.935,733,7300
cells by family after synthesis:
family,count (synthesis),share of synthesized area (%)
xor gates and xnor gates,186,22.3
adders and majority gates,11,1.89
muxes,2,0.274
AOI/OAI and AO/OA,3,0.206
buffers and inverters,45,2.33
DFF,140,48.1
and+or+nand+nor,346,24.9
critical path, stage by stage (launching register included):
cell             delay (ns)
dfrtp_1                0.44
inv_1                  0.09
ha_1                   0.14
nor4b_1                0.35
nand4_1                0.15
or4_1                  0.42
clkdlybuf4s50_1        0.41
worst paths after layout:
kind                                                     endpoint                                     from
min in group asynchronous                     last_cycle_blue[14]                                   BTN[0]
min                                            last_cycle_red[19]                       last_cycle_red[19]
max in group asynchronous  pulse_generator_red_strobe.counter[13]                                   BTN[0]
max                                                      RGB0_Red    pulse_generator_red_strobe.counter[0]
min reg2reg                                    last_cycle_red[19]                       last_cycle_red[19]
max reg2reg                                   last_cycle_green[6]  pulse_generator_check_button.counter[5]
synth_stat cells (2+ instances only):
cell and number:
and3_1 16, dfrtp_1 134, nand3_1 55, and2_1 3
nand3b_1 4, nor4b_1 4, dfstp_2 6, nor2b_1 4
mux2i_1 2, or4_1 5, inv_1 20, clkbuf_1 24
nand2_1 42, nand4b_1 2, nor4_2 3, nor2_1 107
o21ai_0 3, nor4_1 28, xor2_1 105, xnor2_1 81
nor3_1 21, nand4_1 29, and4_1 8, ha_1 11
or3_1 3
flip-flops by register name, summed over array words and instances (netlist names):
signal	flops
last_cycle_blue	20
last_cycle_green	20
last_cycle_red	20
pulse_generator_blue_strobe.counter	20
pulse_generator_check_button.counter	20
pulse_generator_green_strobe.counter	20
pulse_generator_red_strobe.counter	20
report_power, final:
group	leakage (nW)	switching (mW)	internal (mW)
Combinational	1.59	0.0321	0.0217
Clock	0.339	0.347	0.737
Sequential	1.77	0.0229	0.861
Total	3.70	0.401	1.62
Power and IR drop assume default switching activity.
