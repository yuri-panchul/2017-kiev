### ./design.v
module pmod_als_spi_receiver
(
    input             clock,
    input             reset_n,
    output            cs,
    output            sck,
    input             sdo,
    output reg [15:0] value
);
    reg [19:0] counter;
    reg [15:0] shift;
    always @ (posedge clock or negedge reset_n)
    begin       
        if (! reset_n)
            counter <= 20'b100;
        else
            counter <= counter + 20'b1;
    end
    assign sck = ~ counter [1];
    assign cs  =   counter [6];
    assign sample_bit = ( cs == 1'b0 && counter [1:0] == 2'b11 );
    assign value_done = ( counter [19:0] == 20'b0 );
    always @ (posedge clock or negedge reset_n)
    begin       
        if (! reset_n)
        begin       
            shift <= 16'h0000;
            value <= 16'h0000;
        end
        else if (sample_bit)
        begin       
            shift <= (shift << 1) | sdo;
        end
        else if (value_done)
        begin       
            value <= shift;
        end
    end
endmodule
module cmod_a7_35t
(
    input         CLK,   
    input  [ 1:0] BTN,   
    inout  [ 7:0] ja,    
    inout  [48:1] pio    
);
    wire clock   =   CLK;
    wire reset_n = ! BTN [0];
    wire [15:0] value;
    pmod_als_spi_receiver pmod_als_spi_receiver_i
    (
        .clock    ( clock   ),
        .reset_n  ( reset_n ),
        .cs       ( ja [0]  ),
        .sck      ( ja [3]  ),
        .sdo      ( ja [2]  ),
        .value    ( value   )
    );
    wire [7:0] level = ~ (~ 8'b0 >> value [12:9]);
    assign pio [8:1] = level;
endmodule
### ./run.sh
#!/bin/bash
# OpenROAD 26Q1-2900-gdf79404cd8, Yosys 0.63+post, stock flow scripts
make -C /OpenROAD-flow-scripts/flow DESIGN_CONFIG=/design/flow/config.mk WORK_HOME=/design/flow/orfs finish
### ./config.mk
export PLATFORM = sky130hd
export DESIGN_NAME = cmod_a7_35t
export DESIGN_NICKNAME = cmod_a7_35t
export VERILOG_FILES = /design/flow/design.v
export SDC_FILE = /design/flow/constraint.sdc
export NUM_CORES = 4
export LEC_CHECK = 1
export CORE_AREA = 10 10 109 109
export DIE_AREA = 0 0 119 119
### ./constraint.sdc
current_design cmod_a7_35t

set clk_period 5.2
set clk_io_pct 0.2

create_clock -name clk0 -period $clk_period [get_ports {CLK}]

set non_clock_inputs [all_inputs -no_clocks]
set_input_delay [expr $clk_period * $clk_io_pct] -clock clk0 $non_clock_inputs
set_output_delay [expr $clk_period * $clk_io_pct] -clock clk0 [all_outputs]
==> qor.yml <==
dieHeight_um: 119
placed_cells: 256
cts_setup_buffers: 0
ff_type: "dfrtp_1"
top_cells_by_area: "dfrtp_1 56%, mux2_2 9.2%, xnor2_1 6.6%, xor2_1 3.3%, mux2_1 2.8%"
ys_seq_share_pct: 58.0
yosysMostFrequentCell: "dfrtp_1"
tool.error: "[error] [KeplerFormal.cpp:679] Workflow failed: Iso has multiple drivers: .ja0, ja[0]$_DFF_PP0_.Q0"
cts_buffers: 5
core.rowCount: 36
dpl.hpwl_um: 1720
ys_types: 27
status: "stopped before the end"
top_area_cell: "dfrtp_1"
clk_path_buf_depth: 2
syn_inst: 122
ys_ff: 37
io_pins: 59
port_buffers: 1
common_cells: "36 x dfrtp_1, 13 x mux2_2, 12 x xnor2_1, 7 x nand2_1, 6 x xor2_1"
cts_resized: 0
untimed_endpoints: 46
cts_sinks: 37
fp_util_pct: 16.6
lastStage: "clock tree synthesis (4_1_cts)"
syn_area_mm2: 0.00160
htreeDepth: 2
gp_congestion: 0.737
yosys_area_mm2: 0.00160
yosysWarnings: 3
die-width_um: 119
synthArstFlopShare_pct: 100
hold_buffers: 0
cts_root_buf: "clkbuf_8"
edf_count: 0
top_cell_area_share_pct: 56.4
yosysCellCount: 122
avgSynthCellArea_um2: 13.1
==> through the flow <==
step	cell area, um^2	setup WS (ns)	utilization, %
2_1_floorplan	1600	2.58	-
3_3_place_gp	1780	2.51	18.4
3_5_place_dp	1780	2.51	18.4
==> cells by family after synthesis <==
group / share of synthesized area (%)
adders and majority gates: 1.57
AOI/OAI and AO/OA: 1.72
xor gates and xnor gates: 9.87
and+or+nand+nor: 15.6
buffers and inverters: 1.25
DFF: 58.0
muxes: 12.0
